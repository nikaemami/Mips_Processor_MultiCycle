==> flow/design.v <==
`timescale 1ns/1ns
module ALU_controller(ALUop, alu_function, ALU_control);
	input [1:0] ALUop;
	input [2:0] alu_function;
	output [2:0] ALU_control;
	reg [2:0] ALU_control;
	always @(ALUop, alu_function)begin
		if(ALUop == 2'd2)
			case(alu_function)
				3'd0:ALU_control = 3'd0;
				3'd1:ALU_control = 3'd1;
				3'd2:ALU_control = 3'd1;
				3'd3:ALU_control = 3'd2;
				3'd4:ALU_control = 3'd3;
				3'd5:ALU_control = 3'd2;
				3'd6:ALU_control = 3'd1;
				3'd7:ALU_control = 3'd4;
			endcase
		else if(ALUop == 2'd0)
			ALU_control = 3'd0;
		else if(ALUop == 2'd1)
			ALU_control = 3'd1;
	end
endmodule
module controller(clk, rst, condition, Memory_out, ALUop, PC_Write, IR_Write, regwrite, ld_V, ld_N, ld_Z, ld_C, I_or_D, WD_sel, MDR_sel, OP_sel, OP2_sel, MUX_sel, Pc_set, Data_sel, rr_sel, wr_sel, MemWrite, MemRead);
	input clk, rst, condition;
	input [31:0] Memory_out;
	output PC_Write, IR_Write, regwrite, ld_V, ld_N, ld_Z, ld_C, I_or_D, WD_sel, MDR_sel, OP_sel, OP2_sel, MUX_sel, Pc_set, Data_sel, rr_sel, wr_sel, MemWrite, MemRead;
	output [1:0]ALUop;
	reg [1:0]ALUop;
	reg PC_Write, IR_Write, regwrite, ld_V, ld_N, ld_Z, ld_C, I_or_D, WD_sel, MDR_sel, OP_sel, OP2_sel, MUX_sel, Pc_set, Data_sel, rr_sel, wr_sel, MemWrite, MemRead;
	reg [4:0] ps,ns;
	wire L1, L2, I, DPI, DTI, BI, ADD, SUB;
	assign L1 = Memory_out[20];
	assign L2 = Memory_out[26];
	assign I = Memory_out[23];
	assign DPI = (Memory_out[29:24] == 6'b0)?1'b1:1'b0;
	assign DTI = (Memory_out[29:21] == 9'b010000000)?1'b1:1'b0;
	assign BI = (Memory_out[29:27] == 3'b101)?1'b1:1'b0;
	always @(posedge clk)begin
		if(rst)
			ps <= 5'd0;
		else
			ps <= ns;
	end
	always @(ps)begin
		ns=5'd0;
		case(ps)
			5'd0:ns =5'd1;
			5'd1:if (condition == 1'b1)begin 
				if(DTI == 1'b1)begin 
					if(L1 == 1'b1) ns=5'd2;
					else ns=5'd4;
				end
				else if(DPI == 1'b1)begin
					if(I == 1'b1) ns=5'd11;
					else ns=5'd10;
				end
				else if(BI==1'b1) ns=5'd7;
			end
			else begin
				ns=5'd15;end 
			5'd2:ns = 5'd3;
			5'd3:ns = 5'd15;
			5'd4:ns = 5'd5;
			5'd5:ns = 5'd6;
			5'd6:ns = 5'd15;
			5'd7:ns = L2?5'd9:5'd8;
			5'd8:ns =5'd15;
			5'd9:ns = 5'd15;
			5'd10:ns = (Memory_out[22:20] == 3'd0 | Memory_out[22:20] == 3'd1 | Memory_out[22:20] == 3'd2 | Memory_out[22:20] == 3'd6)?5'd12:5'd14;
			5'd11:ns = (Memory_out[22:20] == 3'd0 | Memory_out[22:20] == 3'd1 | Memory_out[22:20] == 3'd2 | Memory_out[22:20] == 3'd6)?5'd12:5'd14;
			5'd12:ns = (Memory_out[22:20] != 3'd6)?5'd13:5'd15;
			5'd13:ns = 5'd15;
			5'd14:ns = (Memory_out[22:20] != 3'd5)?5'd13:5'd15;
			5'd15:ns = 5'd16;
			5'd16:ns = 5'd0;
			default:ns = 5'd0;
		endcase
	end
	always @(ps)begin
		case(ps)
			5'd0: begin {MemRead, IR_Write}=2'b11;{PC_Write, regwrite, ld_V, ld_N, ld_Z, ld_C, I_or_D, WD_sel, MDR_sel, OP_sel, OP2_sel, MUX_sel, Pc_set, Data_sel, rr_sel, wr_sel, MemWrite}=17'd0;end
			5'd1:{PC_Write, IR_Write, regwrite, ld_V, ld_N, ld_Z, ld_C, I_or_D, WD_sel, MDR_sel, OP_sel, OP2_sel, MUX_sel, Pc_set, Data_sel, rr_sel, wr_sel, MemWrite, MemRead, ALUop}=21'd0;
			5'd2: begin {OP2_sel, rr_sel}=2'b11;{PC_Write, IR_Write, regwrite, ld_V, ld_N, ld_Z, ld_C, I_or_D, WD_sel, MDR_sel, OP_sel, MUX_sel, Pc_set, Data_sel, wr_sel, MemWrite, MemRead, ALUop}=19'd0;end
			5'd3: begin {I_or_D, MemWrite} = 2'b11;{PC_Write, IR_Write, regwrite, ld_V, ld_N, ld_Z, ld_C, WD_sel, MDR_sel, OP_sel, OP2_sel, MUX_sel, Pc_set, Data_sel, wr_sel, MemRead, ALUop}=18'd0;end
			5'd4: begin {OP2_sel} = 1'b1;{PC_Write, IR_Write, regwrite, ld_V, ld_N, ld_Z, ld_C, I_or_D, WD_sel, MDR_sel, OP_sel, MUX_sel, Pc_set, Data_sel, rr_sel, wr_sel, MemWrite, MemRead, ALUop}=20'd0;end
			5'd5: begin {I_or_D, MemRead} = 2'b11;{PC_Write, IR_Write, regwrite, ld_V, ld_N, ld_Z, ld_C, WD_sel, MDR_sel, OP_sel, OP2_sel, MUX_sel, Pc_set, Data_sel, rr_sel, wr_sel, MemWrite, ALUop}=19'd0;end
			5'd6: begin regwrite = 1'b1;{PC_Write, IR_Write, ld_V, ld_N, ld_Z, ld_C, I_or_D, WD_sel, MDR_sel, OP_sel, OP2_sel, MUX_sel, Pc_set, Data_sel, rr_sel, wr_sel, MemWrite, MemRead, ALUop}=20'd0;end
			5'd7: begin {Data_sel, Pc_set, OP_sel} = 3'b111;{PC_Write, IR_Write, regwrite, ld_V, ld_N, ld_Z, ld_C, I_or_D, WD_sel, MDR_sel, OP2_sel, MUX_sel, rr_sel, wr_sel, MemWrite, MemRead, ALUop}=18'd0;end
			5'd8: begin {PC_Write}=1'b1;{IR_Write, regwrite, ld_V, ld_N, ld_Z, ld_C, I_or_D, WD_sel, MDR_sel, OP2_sel, rr_sel, wr_sel, MemWrite, MemRead, ALUop}=16'd0;end
			5'd9: begin {Pc_set, MUX_sel, PC_Write, wr_sel, regwrite, WD_sel} = 6'b111111;{IR_Write, ld_V, ld_N, ld_Z, ld_C, I_or_D, MDR_sel, OP_sel, OP2_sel, Data_sel, rr_sel, MemWrite, MemRead, ALUop}=15'd0;end
			5'd10: begin {ALUop} = 2'b10;{PC_Write, IR_Write, regwrite, ld_V, ld_N, ld_Z, ld_C, I_or_D, WD_sel, MDR_sel, OP_sel, OP2_sel, MUX_sel, Pc_set, Data_sel, rr_sel, wr_sel, MemWrite, MemRead}=19'd0;end
			5'd11: begin {OP2_sel, ALUop} = 3'b110;{PC_Write, IR_Write, regwrite, ld_V, ld_N, ld_Z, ld_C, I_or_D, WD_sel, MDR_sel, OP_sel, MUX_sel, Pc_set, Data_sel, rr_sel, wr_sel, MemWrite, MemRead}=18'd0;end
			5'd12: begin {regwrite, MDR_sel, ld_V, ld_N, ld_Z, ld_C}=6'b111111;{PC_Write, IR_Write, I_or_D, WD_sel, OP_sel, MUX_sel, Pc_set, Data_sel, rr_sel, wr_sel, MemWrite, MemRead}=12'd0;end
			5'd13:{PC_Write, IR_Write, regwrite, ld_V, ld_N, ld_Z, ld_C, I_or_D, WD_sel, MDR_sel, OP_sel, OP2_sel, MUX_sel, Pc_set, Data_sel, rr_sel, wr_sel, MemWrite, MemRead, ALUop}=21'd0;
			5'd14: begin {regwrite, MDR_sel, ld_Z, ld_N}=4'b1111;{PC_Write, IR_Write, ld_V, ld_C, I_or_D, WD_sel, OP2_sel, OP_sel, MUX_sel, Pc_set, Data_sel, rr_sel, wr_sel, MemWrite, MemRead, ALUop}=17'd0;end
		        5'd15:{PC_Write, IR_Write, regwrite, ld_V, ld_N, ld_Z, ld_C, I_or_D, WD_sel, MDR_sel, OP_sel, OP2_sel, MUX_sel, Pc_set, Data_sel, rr_sel, wr_sel, MemWrite, MemRead, ALUop}=21'd0;
			5'd16: begin {PC_Write, Data_sel, OP_sel}=3'b111;{IR_Write, regwrite, ld_V, ld_N, ld_Z, ld_C, I_or_D, WD_sel, MDR_sel, OP2_sel, MUX_sel, Pc_set, rr_sel, wr_sel, MemWrite, MemRead, ALUop}=18'd0;end
		endcase
	end
endmodule
module DataPath(clk, rst, ALU_control, Memory_out, regwrite, PC_Write, IR_Write, ld_V, ld_N, ld_Z, ld_C, I_or_D, WD_sel, MDR_sel, OP_sel, OP2_sel, MUX_sel, Pc_set, Data_sel, rr_sel, wr_sel, condition, Adr, B_out, V_in, C_in, Z_in, N_in);
	input [31:0]Memory_out;
	input [2:0]ALU_control;
	input clk, rst, PC_Write, IR_Write, regwrite, ld_V, ld_N, ld_Z, ld_C, I_or_D, WD_sel, MDR_sel, OP_sel, OP2_sel, MUX_sel, Pc_set, Data_sel, rr_sel, wr_sel;
	output [31:0] B_out, Adr;
	output condition, V_in, C_in, Z_in, N_in;
	wire [3:0] read_data2, Write;
	wire [31:0] ALU_out, PC_out, IR_out ,MDR_out, mux_MDR_out, A_out, data1, data2, ALU_in, Write_Data, OpSel_out, Op2Sel_out, ALU_a, ALU_b, PcSet_out, SE1_out, SE2_out;
	wire V_out, C_out, Z_out, N_out, line1, line2, line3, line4;
	Register_ctrl PC(clk, rst, PC_Write, ALU_in, PC_out);
	Register_ctrl IR(clk, rst, IR_Write, Memory_out, IR_out);
	Register_1 V(clk, rst, ld_V, V_in, V_out);
	Register_1 N(clk, rst, ld_N, N_in, N_out);
	Register_1 Z(clk, rst, ld_Z, Z_in, Z_out);
	Register_1 C(clk, rst, ld_C, C_in, C_out);
	Register MDR(clk, rst, Memory_out, MDR_out);
	Register A(clk, rst, data1, A_out);
	Register B(clk, rst, data2, B_out);
	Register Aluout(clk, rst, ALU_in, ALU_out);
	mux2to1_32 IorD(PC_out, ALU_out, I_or_D, Adr);
	mux2to1_32 MUX_MDR(MDR_out, ALU_out, MDR_sel, mux_MDR_out);
	mux2to1_32 WrData(mux_MDR_out, PC_out, WD_sel, Write_Data);
	mux2to1_32 OpSel(A_out, PC_out, OP_sel, OpSel_out);
	mux2to1_32 Op2Sel(B_out, SE2_out, OP2_sel, Op2Sel_out);
	mux2to1_32 MuxSel(OpSel_out, ALU_out, MUX_sel, ALU_a);
	mux2to1_32 PcSet(32'b1, SE1_out, Pc_set, PcSet_out);
	mux2to1_32 DataSel(Op2Sel_out, PcSet_out, Data_sel, ALU_b);
	mux2to1_4 RrSel(IR_out[3:0], IR_out[15:12], rr_sel, read_data2);
	mux2to1_4 WrSel(IR_out[15:12], 4'd15, wr_sel, Write);
	Register_File RF(clk, rst, IR_out[19:16], read_data2, Write, Write_Data, regwrite, data1, data2);
	Sign_Extend_26 SE1(IR_out[25:0], SE1_out);
	Sign_Extend_12 SE2(IR_out[11:0], SE2_out);
	ALU ALU_(ALU_a, ALU_b, ALU_control, ALU_in, Z_in, N_in, C_in, V_in);
	assign line1 = Z_out&(~(IR_out[30] | IR_out[31]));
	assign line2 = ~Z_out&(V_out~^N_out)&(~(~IR_out[30] | IR_out[31]));
	assign line3 = ~(V_out~^N_out)&(~(~IR_out[31] | IR_out[30]));
	assign line4 = IR_out[30]&IR_out[31];
	assign condition = line1|line2|line3|line4;
endmodule
module ALU(A, B, ALU_control, ALU_out, zero, negative, carry, overflow);
	input [31:0]A, B;
	input [2:0] ALU_control;
	output [31:0] ALU_out;
	output zero, negative, carry, overflow;
	reg zero, negative, carry, overflow;
	reg [31:0] ALU_out;
	reg addop, subop;
	reg [31:0] C;
	always@(A, B, ALU_control) begin
		case(ALU_control)
			3'd0:ALU_out = A+B;
			3'd1:ALU_out = A-B;
			3'd2:ALU_out = A&B;
			3'd3:ALU_out = 32'd0 - B;
			3'd4:ALU_out = B;
		endcase
	end
	assign carry = 1'b0;
	always@(ALU_control) begin
	{addop , subop}=2'b0;
		case(ALU_control)
			3'd0:addop = 1'b1;
			3'd1:subop = 1'b1;
		endcase
	end
	assign C = 32'd0 - B;
	assign overflow = addop ? ( (A[31]&B[31]&(~ALU_out[31]))|(~A[31]&(~B[31])&ALU_out[31]) ) : ( subop ?  ((A[31]&(C[31])&(~ALU_out[31]))|(~A[31]&(~C[31])&ALU_out[31])) : 1'b0 );
	assign negative = ALU_out[31];
	assign zero = (ALU_out==32'b0) ?1'b1:1'b0;
endmodule
module mux2to1_4(A, B, Sel, Out);
	input [3:0] A, B;
	input Sel;
	output [3:0] Out;
	assign Out = (~Sel)?A:
		 (Sel)?B:4'bx;
endmodule
module mux2to1_32(A, B, Sel, Out);
	input [31:0] A, B;
	input Sel;
	output [31:0] Out;
	assign Out = (~Sel)?A:
		 (Sel)?B:32'bx;
endmodule
module Sign_Extend_26(Input, Output);
	input [25:0]Input;
	output [31:0]Output;
	assign Output = (Input[25])?{6'd63, Input}:{6'b0, Input};
endmodule
module Sign_Extend_12(Input, Output);
	input [11:0] Input;
	output [31:0] Output;
	assign Output = (Input[11])?{12'b1, Input}:{12'b0, Input};
endmodule
module Register_File(clk, rst, Read_Reg1, Read_Reg2, Write_Reg, Write_Data, RegWrite, Read1, Read2);
	input [3:0] Read_Reg1, Read_Reg2, Write_Reg;
	input [31:0] Write_Data;
	input RegWrite, clk, rst;
	output [31:0] Read1, Read2;
	reg [0:15][31:0] registers;
	integer n;
	always@(posedge clk, posedge rst)begin
		if(rst)
			for(n=0; n<16; n = n+1)begin
				registers[n] <= 32'b0;
			end
		else if(RegWrite)begin
			registers[Write_Reg][31:0] <= Write_Data;
		end
	end
	assign Read1 = registers[Read_Reg1][31:0];
	assign Read2 = registers[Read_Reg2][31:0];
endmodule
module Register_1(clk, rst, Reg_Write, Input, Output);
	input Input, clk, rst, Reg_Write;
	output Output;
	reg Output;
	always@(posedge clk)begin
		if(rst) 
			Output <= 1'b0;
		else if (Reg_Write)
			Output <= Input;
		else Output <= Output;
	end
endmodule
module Register_ctrl(clk, rst, Reg_Write, Input, Output);
	input [31:0] Input;
	input clk, rst, Reg_Write;
	output [31:0] Output;
	reg [31:0] Output;
	always@(posedge clk)begin
		if(rst) 
			Output <= 32'b0;
		else if (Reg_Write)
			Output <= Input;
		else Output <= Output;
	end
endmodule
module Register(clk, rst, Input, Output);
	input [31:0] Input;
	input clk, rst;
	output [31:0] Output;
	reg [31:0] Output;
	always@(posedge clk)begin
		if(rst) 
			Output <= 32'b0;
		else Output <= Input;
	end
endmodule
module MIPS_Multi(clk, rst, Memory_out, MemWrite, MemRead, Adr, B_out, V_in, C_in, Z_in, N_in);
	input clk, rst;
	input [31:0] Memory_out;
	output MemWrite, MemRead, V_in, C_in, Z_in, N_in;
	output [31:0] Adr, B_out;
	wire MemWrite, MemRead, regwrite, PC_Write, IR_Write, ld_V, ld_N, ld_Z, ld_C, I_or_D, WD_sel, MDR_sel, OP_sel, OP2_sel, MUX_sel, Pc_set, Data_sel, rr_sel, wr_sel, condition;
	wire [31:0] Adr, B_out;
	wire [1:0]ALUop;
	wire [2:0] alu_function, ALU_control;
	assign alu_function = Memory_out[22:20];
	DataPath DP(clk, rst, ALU_control, Memory_out, regwrite, PC_Write, IR_Write, ld_V, ld_N, ld_Z, ld_C, I_or_D, WD_sel, MDR_sel, OP_sel, OP2_sel, MUX_sel, Pc_set, Data_sel, rr_sel, wr_sel, condition, Adr, B_out, V_in, C_in, Z_in, N_in);
	controller CL(clk, rst, condition, Memory_out, ALUop, PC_Write, IR_Write, regwrite, ld_V, ld_N, ld_Z, ld_C, I_or_D, WD_sel, MDR_sel, OP_sel, OP2_sel, MUX_sel, Pc_set, Data_sel, rr_sel, wr_sel, MemWrite, MemRead);
	ALU_controller ALUCL(ALUop, alu_function, ALU_control);
endmodule
==> flow/run.sh <==
#!/bin/bash
# OpenROAD 26Q1-2900-gdf79404cd8, Yosys 0.63+post, stock flow scripts
make -C /OpenROAD-flow-scripts/flow DESIGN_CONFIG=/design/flow/config.mk WORK_HOME=/design/flow/orfs finish
==> flow/config.mk <==
export PLATFORM = sky130hd
export DESIGN_NAME = MIPS_Multi
export DESIGN_NICKNAME = MIPS_Multi
export VERILOG_FILES = /design/flow/design.v
export SDC_FILE = /design/flow/constraint.sdc
export NUM_CORES = 4
export LEC_CHECK = 1
export CORE_UTILIZATION = 50
==> flow/constraint.sdc <==
current_design MIPS_Multi

set clk_period 33.5
set clk_io_pct 0.2

create_clock -name clk0 -period $clk_period [get_ports {clk}]

set non_clock_inputs [all_inputs -no_clocks]
set_input_delay [expr $clk_period * $clk_io_pct] -clock clk0 $non_clock_inputs
set_output_delay [expr $clk_period * $clk_io_pct] -clock clk0 [all_outputs]
==> run_results.csv <==
group,metric,value,unit
detailed_routing,vias,29550,
final_timing,slew_viol_final,0,
place,gp_routability_congestion,0.9774,
detailed_routing,drt_iter0_markers,1852,
critical_path,r2r_start,"DP.IR.Output[12]",
global_routing,grt_usage,35.46,%
critical_path,startpoint_type,"input port",
synth,yosysWarnings,12,
final_timing,finalClockPeriodUsage,48.18,%
synth,syn_area,0.03866,sq mm
synth,edf_count,0,
critical_path,r2r.worst_path.cells,10,
clocking,cts_buffers,80,
synth,ys_types,86,
finish,fin_area,0.04354,sq mm
critical_path,crit_chain,"clkdlybuf4s50_1 -> inv_1 -> ha_1 -> nor2_1 -> o21ai_0 -> and3b_1 -> buf_4 -> a32o_1 -> clkdlybuf4s50_1",
final_timing,setup_tns,0,ps
finish,drive_gt1_share,16.71,%
synth,synth.most_common_cell,"nand2_1",
min_path,min_from,"CL.ps[16]",
critical_path,crit_family,"buffers and inverters",
clocking,path_clk_slew,50,ps
critical_path,worstSetupPathType,"input port to output port",
final_timing,untimed_endpoints,51,
detailed_routing,routed_wl,127200,um
critical_path,startpoint,"Memory_out[21]",
place,post-place-ws,17370,ps
job,warning_count,32,
synth,yosysTopAreaCell,"dfrtp_1",
floorplanning,fp.dieH,280.1,um
critical_path,endpoint_kind,"output port",
pwr,vdd_ir_drop_max,0.03759,mV
critical_path,worstSetupEndpoint,"V_in",
global_routing,grt_max_degree,132,
floorplanning,fp-row-count,101,
detailed_routing,wl_per_cell,26.75,um
floorplanning,initCoreUtil,50.73,%
clocking,cts_setup_buffers,0,
final_timing,fmax,61.96,MHz
synth,yosysTopAreaCellShare,33.14,%
floorplanning,die_w,280.1,um
final_timing,relSlewSlack,36.92,%
critical_path,cp_common_cell,"clkdlybuf4s50_1",
critical_path,critPathRequiredTime,26800,ps
detailed_routing,detail-route-antenna-nets,0,
floorplanning,die_area,0.07844,sq mm
final_timing,setup_viol,0,
final_timing,worst_pin_slew,939.0,ps
pwr,p_per_area,45.75,mW/mm^2
place,dpl.hpwl,80780,um
place,io_buffers,102,
finish,syn_to_final_growth,12.63,%
synth,common_cells,"nand2_1, o21ai_0, dfrtp_1",
final_timing,fin_skew,28.87,ps
synth,flop_cell,"dfrtp_1",
floorplanning,design.core.area,0.07620,sq mm
synth,ys_seq_elements,767,
final_timing,setup_slack,17360,ps
clocking,post_cts_resized,0,
detailed_routing,dr.pass1.iters,7,
global_routing,grt_pass1_wl,193000,um
clocking,insertion_delay,640,ps
critical_path,critical-path-max-stage-delay,750,ps
final_timing,min_period,16140,ps
synth,syn_inst,3659,
outcome,status,"finished clean",
synth,topCellsByArea,"dfrtp_1, mux4_2, dfxtp_1",
clocking,clk_path_buf_depth,3,
critical_path,reg2reg_setup_slack,29600,ps
clocking,h-tree-depth,3,
detailed_routing,routed_via_density,6.215,
clocking,root_buffer,"clkbuf_16",
synth,async_reset_ff_share,66.75,%
global_routing,grt-ovfl-total,0,
min_path,min_path_type,"flip-flop to flip-flop",
clocking,cts_hold_buf,0,
floorplanning,io_pins,104,
place,placed_cell_area,0.04080,sq mm
critical_path,cpMaxStageDelayCell,"clkdlybuf4s50_1",
global_routing,antenna_found_initial,1,
synth,synth.avg_cell_area,10.57,sq um
critical_path,cp.depth,9,
pwr,static-leakage-power,17.91,nW
pwr,p_total,1.992,mW
synth,yosysChipArea,0.03866,sq mm
final_timing,finalHoldViolCount,0,
critical_path,r2r-end,"DP.RF.registers[272]",
final_timing,holdWs,468.0,ps
job,cap_viol_max_count,0,
final_timing,unclocked_regs,47,
critical_path,worst-path-max-fanout,19,
global_routing,grt_pass1_vias,30320,
critical_path,critPathBufInv,4,
detailed_routing,drcViolationCount,0,
final_timing,rsz0062_at_grt,"false",
synth,yosysCellCount,3659,
critical_path,cp.arrival,9440,ps
clocking,cts_tree,"built",
-- worst min path at each step --
stage / end / cells after the start
after CTS: CL.ps[1] / 1
final: CL.ps[1] / 1
after global routing: CL.ps[1] / 1
-- state kept, by name, summed over array words and instances (netlist names), 17 cells and up --
signal,cells
DP.IR.Output,28
DP.B.Output,32
DP.Aluout.Output,32
DP.PC.Output,32
CL.ps,17
DP.A.Output,32
DP.RF.registers,512
DP.ALU_.ALU_out,32
DP.MDR.Output,32
-- per-stage QoR --
step,instances,utilization (%)
detailed placement,4611,53.54
global route,4753,57.14
floorplan,3659,-
CTS,4753,57.14
global placement,4611,53.54
finish,4754,57.14
-- layout make-up --
cell class              instances  area (sq um)
well taps                    1030          1289
clock inverters                22         360.3
multi-input cells            2588         19890
repair buffers                202          1810
clock buffers                 120          2384
diodes                          1         2.502
inverters                      24         97.59
flip-flops and latches        767         17710
fillers                      6168         32660
-- metal layers --
metal	part of all wire (%)	vias up	GRT usage, %
li1	-	13270	-
met2	45	1409	50.93
met3	13	255	19.37
met4	3.9	4	11.18
met1	38	14610	47.92
met5	0.046	-	0.8755
-- logic make-up after synthesis --
kind of cell | after synthesis | share of synthesized area [%]
flops | 720 | 43.91
fa+ha+maj | 40 | 1.314
latches | 47 | 1.825
buf+inv | 304 | 3.113
xor+xnor | 56 | 1.269
simple gates | 1094 | 12.77
compound gates | 910 | 13.74
other cells | 1 | 0.009700
mux | 487 | 22.05
-- report_power, final --
part	switching [mW]	internal [mW]
Combinational	0.118	0.0692
Clock	0.368	0.548
Sequential	0.0108	0.878
Total	0.497	1.50
-- cell usage in the layout, fill, tap and decap left out, drive strengths merged, types with 13 or more instances in the layout --
cell             n
and2            41
clkbuf         120
nor4            13
dfxtp          208
mux2i          166
clkdlybuf4s50  101
mux4           288
xnor2           35
nor2b          106
o21a            14
ha              39
inv             27
mux2            33
a31oi           13
nor3            21
a211oi          71
dlxtn           47
xor2            21
nor2           168
nand3           24
a22oi           14
dfrtp          512
nand2b          38
a21oi           91
buf            101
o21ai          604
nand2          623
No activity file was given, so power comes from the tool's default toggle rates.
